`design/flow/constraint.sdc`:
```
current_design Adder

set clk_period 9.0
set clk_io_pct 0.2

create_clock -name clk0 -period $clk_period

set non_clock_inputs [all_inputs -no_clocks]
set_input_delay [expr $clk_period * $clk_io_pct] -clock clk0 $non_clock_inputs
set_output_delay [expr $clk_period * $clk_io_pct] -clock clk0 [all_outputs]
```
`design/flow/run.sh`:
```
#!/bin/bash
# OpenROAD 26Q1-2900-gdf79404cd8, Yosys 0.63+post, stock flow scripts
make -C /OpenROAD-flow-scripts/flow DESIGN_CONFIG=/design/flow/config.mk WORK_HOME=/design/flow/orfs finish
```
`design/flow/config.mk`:
```
export PLATFORM = sky130hd
export DESIGN_NAME = Adder
export DESIGN_NICKNAME = Adder
export VERILOG_FILES = /design/flow/design.v
export SDC_FILE = /design/flow/constraint.sdc
export NUM_CORES = 4
export LEC_CHECK = 1
export CORE_AREA = 10 10 70 70
export DIE_AREA = 0 0 80 80
export SYNTH_HDL_FRONTEND = slang
```
`design/flow/design.v`:
```
`timescale 1ns / 1ps
(*use_dsp = "yes"*)module PE #(
    parameter DATA_WIDTH  = 16,
    parameter MATRIX_SIZE = 2
) (
    input             [           7:0] number_iterations,
    input                              rstn,
    input                              clk,
    input                              en,
    input  reg signed [DATA_WIDTH-1:0] weights,
    input  reg signed [DATA_WIDTH-1:0] inputs,
    input  reg signed [DATA_WIDTH-1:0] eta,
    input  reg signed [           7:0] delta,
    input  reg signed [           7:0] beta,
    output signed     [DATA_WIDTH-1:0] next_pe_weights,
    output signed     [DATA_WIDTH-1:0] next_pe_inputs,
    output reg signed [DATA_WIDTH-1:0] accumulator_result
);
    localparam signed lev0 = 0;
    localparam signed lev1 = 6 * (2 ** DATA_WIDTH - 1) * (2 ** (DATA_WIDTH - 1) - 1);
    logic signed [DATA_WIDTH-1:0] inner_next_pe_inputs, inner_next_pe_weights;
    logic signed [2*DATA_WIDTH+2:0] temp_accumulator_result;
    logic signed [2*DATA_WIDTH-1:0] mult_result;
    logic signed [2*DATA_WIDTH+2:0] sum_in_wh;
    logic                           start_accumulating;
    assign mult_result = weights * inputs;
    Accumulator #(
        .DATA_WIDTH(2 * DATA_WIDTH)
    ) contaioner (
        .number_iterations (number_iterations),
        .rstn              (rstn),
        .clk               (clk),
        .start_accumulating(start_accumulating),
        .input_data        (mult_result),
        .result            (sum_in_wh)
    );
    always_ff @(posedge clk) begin
        if (!rstn) begin
            inner_next_pe_inputs <= 0;
            inner_next_pe_weights <= 0;
            start_accumulating <= 0;
        end else if (en) begin
            start_accumulating <= 1;
            inner_next_pe_inputs <= inputs;
            inner_next_pe_weights <= weights;
        end
    end
    assign next_pe_weights = inner_next_pe_weights;
    assign next_pe_inputs  = inner_next_pe_inputs;
    always_comb begin
        if (delta > lev0) begin
            temp_accumulator_result = $signed((sum_in_wh + eta) << ((delta + 1)));
        end else if (delta < lev0) begin
            temp_accumulator_result = $signed((sum_in_wh + eta) >> ((1 - delta)));
        end else begin
            temp_accumulator_result = $signed((sum_in_wh + eta));
        end
    end
    always_comb begin
        if (temp_accumulator_result < lev0) begin
            accumulator_result = 0;
        end else if (temp_accumulator_result > lev1) begin
            accumulator_result = lev1 >> (DATA_WIDTH - 1 + beta);
        end else begin
            accumulator_result = temp_accumulator_result >> (DATA_WIDTH - 1 + beta);
        end
    end
endmodule
`timescale 1ns / 1ps
module Adder
#(parameter        DATA_WIDTH = 16)
(
    input   signed      [DATA_WIDTH-1:0]   a,b,
    input                       cin,
    output  signed      [DATA_WIDTH-1:0]   sum,
    output                      cout
    );
    wire     c [DATA_WIDTH/4:0];
    assign    c[0] = cin;
    assign cout = c[DATA_WIDTH/4];
    genvar i;
    generate 
        for (i = 0; i < DATA_WIDTH/4; i++) begin
            carry_look_ahead_4bit cla (
            .a(a[4*(i+1)-1:4*i]), 
            .b(b[4*(i+1)-1:4*i]), 
            .cin(c[i]), 
            .sum(sum[4*(i+1)-1:4*i]), 
            .cout(c[i+1]));
        end
    endgenerate
endmodule
module carry_look_ahead_4bit(a,b, cin, sum,cout);
input signed [3:0] a,b;
input cin;
output signed [3:0] sum;
output cout;
wire [3:0] p,g,c;
assign p=a^b; 
assign g=a&b;  
assign c[0]=cin;
assign c[1]= g[0]|(p[0]&c[0]);
assign c[2]= g[1] | (p[1]&g[0]) | p[1]&p[0]&c[0];
assign c[3]= g[2] | (p[2]&g[1]) | p[2]&p[1]&g[0] | p[2]&p[1]&p[0]&c[0];
assign cout= g[3] | (p[3]&g[2]) | p[3]&p[2]&g[1] | p[3]&p[2]&p[1]&g[0] | p[3]&p[2]&p[1]&p[0]&c[0];
assign sum=p^c;
endmodule
```
==> run summary <==
measured slew at the worst slew-check pin - 0.186 ns
pin count of the biggest net entering global routing - 5
Synth top cells by count - ha_1, xnor2_1, a21o_1
height of the die - 80 um
hold buffer count at CTS - 0
Site Rows - 21
port bufs - 50
PwrDens - 72.0 nW/um2
HP Class - primary input to output port
DR top layer - met3
# setup viols final - 0
initial antenna violation count - 0
WP data arrival - 4.73 ns
routed wire length per instance - 12.2 um
Syn Inst Count - 66
Fin. Hold Viols - 0
Final min period - 6.53 ns
Crit Path Category - primary input to output port
chip area line of the yosys report - 607 um2
Top-area cell share - 0.330
P_sw - 26.0 uW
crit path launch type - primary input
floorplan utilization - 0.178
layout cell share with drive strength beyond 1 - 0.0172
Flop pwr share - 0
register area - 0 um2
met2 wire length - 1020 um
RSZ-0062 raised after global routing - no
DP HPWL - 1870 um
clock power share - 0
number of cells in Yosys stat - 66
Netlist Area Pre-Place - 607 um2
leakage - 0.521 nW
Slew HR - 0.875
combinational share of power - 1.000
Critical Path RT - 7.20 ns
Die ar. - 6400 um2
Hold Slack - 4.68 ns
Placed Cells - 162
internal power - 57.9 uW
CP max FO - 4
chip width - 80 um
ANT nets after route - 0
Fillers - 355
met1 WL - 743 um
Core Box Area - 3420 um2
Via density - 4.09
Mapped Avg Cell Area - 9.19 um2
max capacitance violation total - 0
final setup TNS - 0 ns
Yosys top cell by instances - ha_1
RePlAce Congestion - 0.766
final-layout clock buffer total - 0
Finished Core Util - 0.341
vias in the first global route - 729
status - complete, no violations
Synth area leaders - ha_1, fa_1, xnor2_1
Net Sw Frac - 0.310
Post-CTS Repair Setup Buffers - 0
Log Warnings - 32
power consumption - 83.9 uW
non-filler cells, final - 162
Post-Route WL - 1970 um
overall fraction of global-route tracks in use - 0.0564
DRT Pass-1 Iters - 2
Congestion Overflow GR - 0
register area share after synthesis - 0
final worst-path cycle share - 0.726
n_diodes - 0
flip-flops - 0
leading area contributor after synthesis - ha_1
first-pass GRT wire length - 3040 um
endpoint class of the critical path - output port
via count - 662
distinct lib cells - 20
initial DRC count - 3
area grow syn2layout - 92.0%
Max Freq - 0.153 GHz
Yosys warnings - 0
# resized after CTS - 0
Slew Viols, Final - 0
Max IR drop VDD - 0.0252 mV
metal3 WL - 208 um
I/O pin total - 50
number of remaining DRC errors - 0
-- worst paths after layout --
kind              start      end  cells after the start
setup / recovery   a[6]  sum[13]                      9
hold / removal      cin   sum[0]                      5
-- layout make-up --
cell class,instances,area (um2),share of cell area
Inverter,6,22.5,0.0193
Timing Repair Buffer,50,500,0.430
Tap cell,46,57.6,0.0494
Multi-Input combinational cell,60,584,0.502
-- per-layer routing --
layer	vias to the layer above	track usage
met5	-	0
met4	0	0
met3	0	0.0205
met2	22	0.110
met1	294	0.0589
li1	346	-
-- cell usage in the layout, fill, tap and decap left out, drive strengths merged --
master         count
a31o               2
a31oi              2
a21oi              4
nor2b              2
a41oi              1
and3               1
nand3              1
fa                 4
clkdlybuf4s50     50
o22ai              1
xnor2              8
and4               1
o21bai             1
nor2               2
or2                1
xor2               4
inv                6
a21o               7
ha                16
a221o              2
-- cells by family (layout without fill, tap and decap cells) --
logic type | Yosys count | in the layout | share of synthesized area
simple gates | 8 | 8 | 0.0763
compound gates | 20 | 20 | 0.252
buf+inv | 6 | 56 | 0.0371
fa+ha+maj | 20 | 20 | 0.462
xor+xnor | 12 | 12 | 0.173
-- critical path, cell delays in order --
cell and delay [ns]:
clkdlybuf4s50_1 0.41, ha_1 0.35, a21o_1 0.19, a221o_1 0.34, a31o_1 0.23, a221o_1 0.38
fa_1 0.39, xor2_1 0.17, clkdlybuf4s50_1 0.49
-- stage by stage --
stage	instance area, um2	setup WS, ns
CTS	1160	2.45
global route	1160	2.35
global placement	1160	2.47
detailed placement	1160	2.47
floorplan	607	3.47
finish	1160	2.47
-- power groups by stage --
stage,clock network [mW],registers (mW),logic [mW]
finish,0,0,0.0839
global route,0,0,0.0934
CTS,0,0,0.0862
Power figures rest on the tool's default switching activity, not on a simulated workload.
